==> design.v <==
`timescale 1ns/1ns		 
module spi_drive_ref
(
    input               sys_clk		, 			 
    input               sys_rst_n	, 			 
    input               spi_start	,			 
    input              	spi_end		,			 
    input        [7:0]  data_send   , 			 
    output  reg  [7:0]  data_rec  	, 			 
    output  reg         send_done	, 			 
    output  reg         rec_done	, 			 
    input               spi_miso	, 			 
    output  reg         spi_sclk	, 			 
    output  reg         spi_cs    	, 			 
    output  reg         spi_mosi				 
);
reg	[1:0]	cnt;								 
reg	[3:0]	bit_cnt_send;						 
reg	[3:0]	bit_cnt_rec;						 
reg			spi_end_req;						 
always @(posedge sys_clk or negedge sys_rst_n)begin
	if(!sys_rst_n)
		cnt <= 2'd0;						
	else if(!spi_cs)begin
		if(cnt == 2'd3)
			cnt <= 2'd0;
		else
		cnt <= cnt + 1'b1;		
	end
	else 
		cnt <= 2'd0;	
end
always @(posedge sys_clk or negedge sys_rst_n)begin
	if(!sys_rst_n)
		spi_sclk <= 1'b0;			 
	else if(!spi_cs)begin			 
		if(cnt == 2'd0 )
			spi_sclk <= 1'b0;
		else if (cnt == 2'd2)
			spi_sclk <= 1'b1;
		else 
			spi_sclk <= spi_sclk;	
	end
	else 
		spi_sclk <= 1'b0;			 
end
always @(posedge sys_clk or negedge sys_rst_n)begin
	if(!sys_rst_n)
		spi_cs <= 1'b1;				 
	else if(spi_start)				 
		spi_cs <= 1'b0;
	else if(spi_end_req && (cnt == 2'd1 && bit_cnt_rec == 4'd0))
		spi_cs <= 1'b1;				 
end
always @(posedge sys_clk or negedge sys_rst_n)begin
	if(!sys_rst_n)
		spi_end_req <= 1'b0;		 
	else if(spi_cs)					
		spi_end_req <= 1'b0;		 
	else if(spi_end)				
		spi_end_req <= 1'b1;		 
end
always @(posedge sys_clk or negedge sys_rst_n)begin
	if(!sys_rst_n)begin
		spi_mosi <= 1'b0;						 
		bit_cnt_send <= 4'd0;
	end
	else if(cnt == 2'd0 && !spi_cs)begin		 
		spi_mosi <= data_send[7-bit_cnt_send];	 
		if(bit_cnt_send == 4'd7)				 
			bit_cnt_send <= 4'd0;
		else
			bit_cnt_send <= bit_cnt_send + 1'b1;	
	end
	else if(spi_cs)begin						 
		spi_mosi <= 1'b0;						 
		bit_cnt_send <= 4'd0;
	end
	else begin
		spi_mosi <= spi_mosi;
		bit_cnt_send <= bit_cnt_send;
	end
end
always @(posedge sys_clk or negedge sys_rst_n)begin
	if(!sys_rst_n)
		send_done <= 1'b0;			
	else if(cnt == 2'd0 && bit_cnt_send == 4'd7)		 
		send_done <= 1'b1;								 
	else 
		send_done <= 1'b0;			
end
always @(posedge sys_clk or negedge sys_rst_n)begin
	if(!sys_rst_n)begin
		data_rec <= 8'd0;		
		bit_cnt_rec <= 4'd0;
	end
	else if(cnt == 2'd2 && !spi_cs)begin				 
		data_rec[7-bit_cnt_rec] <= 	spi_miso;			 
		if(bit_cnt_rec == 4'd7)							 
			bit_cnt_rec <= 4'd0;
		else
			bit_cnt_rec <= bit_cnt_rec + 1'b1;	
	end
	else if(spi_cs)begin								
		bit_cnt_rec <= 4'd0;
	end
	else begin
		data_rec <= data_rec;
		bit_cnt_rec <= bit_cnt_rec;
	end
end
always @(posedge sys_clk or negedge sys_rst_n)begin
	if(!sys_rst_n)
		rec_done <= 1'b0;									
	else if(cnt == 2'd2 && bit_cnt_rec == 4'd7)			 
		rec_done <= 1'b1;								 
	else 
		rec_done <= 1'b0;					
end
endmodule
==> run.sh <==
#!/bin/bash
# OpenROAD 26Q1-2900-gdf79404cd8, Yosys 0.63+post, stock flow scripts
make -C /OpenROAD-flow-scripts/flow DESIGN_CONFIG=/design/flow/config.mk WORK_HOME=/design/flow/orfs finish
==> config.mk <==
export PLATFORM = sky130hd
export DESIGN_NAME = spi_drive_ref
export DESIGN_NICKNAME = spi_drive_ref
export VERILOG_FILES = /design/flow/design.v
export SDC_FILE = /design/flow/constraint.sdc
export NUM_CORES = 4
export LEC_CHECK = 1
export CORE_AREA = 10 10 91 91
export DIE_AREA = 0 0 101 101
==> constraint.sdc <==
current_design spi_drive_ref

set clk_period 2.5
set clk_io_pct 0.2

create_clock -name clk0 -period $clk_period [get_ports {sys_clk}]

set non_clock_inputs [all_inputs -no_clocks]
set_input_delay [expr $clk_period * $clk_io_pct] -clock clk0 $non_clock_inputs
set_output_delay [expr $clk_period * $clk_io_pct] -clock clk0 [all_outputs]
==> flow_metrics.py <==
# Generated from Yosys and OpenROAD reports
metrics = {
    "outcome": {
        "status": "finished clean",
    },
    "final_timing": {
        "max_slew_margin_pct": 79.2,
        "tightest_slew_ps": 311,
        "fin_worst_hold_slack_ps": 491,
        "slew_viol_final": 0,
        "finalWorstSetupSlack_ps": 205,
        "finalCritPeriodShare_pct": 91.8,
        "rsz0062_at_grt": "false",
        "fmax_mhz": 436,
        "fin_crit_ps": 2300,
        "hold_violations": 0,
        "setup_tns_ps": 0,
        "final.setup_skew_ps": 4.73,
        "setup_violations": 0,
    },
    "synth": {
        "synth.distinct_cells": 30,
        "compound_area_share_pct": 4.20,
        "fa_ha_area_share_pct": 11.5,
        "topCellsByArea": "dfrtp_1 44%, ha_1 11%, nand2_1 4.6%, mux2_2 4.3%, nand3_1 3.1%",
        "ys_ff": 24,
        "ys_sh_simple_pct": 23.5,
        "yosys.area.top_type": "dfrtp_1",
        "ys_warn_count": 1,
        "yosysChipArea_um2": 1310,
        "syn-cell-area_um2": 1310,
        "xor_area_share_pct": 2.00,
        "synth.logic.top_family": "simple AND/OR/NAND/NOR gates",
        "synthMuxAreaShare_pct": 10.1,
        "top_area_share_pct": 43.9,
        "synth_area_per_cell_um2": 10.5,
        "syn-instance-count": 125,
        "yosys_cells": 125,
        "yosysSeqAreaShare_pct": 45.9,
    },
    "placed_design": {
        "routabilityCongestion": 0.808,
        "place_hpwl_mm": 2.04,
        "dp_slack_ps": 90.0,
        "placedInstanceArea_um2": 1660,
        "port_buffers": 25,
    },
    "worst_setup_path": {
        "crit_type": "reg -> reg",
        "crit_top_cell": "ha_1",
        "crit_path_top_delay_cell": "or4b_4",
        "path_cells": "ha_1 -> nand3_2 -> inv_1 -> ha_1 -> or4b_4 -> nor3_2 -> nand2_1 -> mux2_1",
        "arrival_ps": 2450,
        "end_kind": "register",
        "cp-start-kind": "register",
        "worstPathMaxFanout": 7,
        "required_ps": 2650,
        "critPathMaxStageDelay_ps": 520,
    },
    "power_and_ir_drop": {
        "seq_power_share_pct": 38.0,
        "cell_internal_pwr_mw": 1.18,
        "power_density_nw_per_um2": 1090,
        "clkPwrFrac_pct": 12.2,
        "power.leakage_nw": 0.719,
        "p_sw_share_pct": 37.2,
        "pwr-share-comb_pct": 49.8,
        "switching_power_mw": 0.700,
        "power_mw": 1.88,
        "ir_drop_mv": 0.376,
    },
    "cells_and_area": {
        "area_delta_synth_final_pct": 31.3,
        "comb_area_um2": 687,
        "nFillCells": 657,
        "fin_area_um2": 1720,
        "flop_area_um2": 602,
        "drive_gt1_share_pct": 11.1,
    },
    "clock_tree": {
        "clock_latency_ps": 260,
        "root_buffer": "clkbuf_8",
        "htreeDepth": 1,
        "cts_buffer_depth": 2,
        "cts_tree": "built",
        "cts_num_sinks": 24,
        "numCtsBuffers": 3,
        "clkSlewWorstSetupHoldPaths_ps": 80,
    },
    "global_routing": {
        "grt_max_degree": 25,
        "antenna_found_initial": 0,
        "grt_overflow_total": 0,
        "grt_pass1_wl_mm": 4.57,
        "first_global_vias": 1004,
        "grtUsageTotal_pct": 5.33,
    },
    "routing": {
        "insertedDiodeCount": 0,
        "antenna_left": 0,
        "drc_errors": 0,
        "drt_pre_antenna_iters": 4,
        "wl_mm": 2.68,
        "wl_per_cell_um": 11.7,
        "viasPerCell": 4.21,
        "drt-initial-drc-count": 31,
        "vias": 968,
    },
    "die": {
        "dieArea_um2": 10200,
        "rows": 29,
        "core_um2": 6350,
        "io_pins": 26,
        "chipWidth_um": 101,
        "fp.dieH_um": 101,
        "fp_util_pct": 20.7,
    },
    "hold_path": {
        "hold_class": "reg -> reg",
    },
    "job": {
        "max-cap-violations": 0,
        "tool_warnings": 32,
    },
}
==> path summary, 6_finish.rpt <==
path	start	end	slack, ps	cells after the start
worst max-delay path	bit_cnt_rec[0]	data_rec[7]	200	8
worst min register to register	cnt[0]	cnt[0]	490	1
worst min-delay path	cnt[0]	cnt[0]	490	1
max in group asynchronous	sys_rst_n	spi_cs	1620	2
worst max register to register	bit_cnt_rec[0]	data_rec[7]	200	8
min in group asynchronous	sys_rst_n	data_rec[0]	600	2
==> timing repair <==
action	4_1_cts	5_1_grt
hold endpoints to repair	0	0
hold buffers	0	0
endpoints found under the setup margin	0	7
resized	0	3
buffers inserted	0	0
==> through the flow <==
stage | util [%] | instances
finish | 27.1 | 230
global route | 27.1 | 230
CTS | 26.9 | 230
detailed placement | 26.2 | 226
global placement | 26.2 | 226
floorplan | - | 125
==> final cells by class <==
cell class / instances / area share (%)
clock buffers: 4 / 2.62
inverters: 7 / 1.53
multi-input cells: 91 / 39.9
flip-flops and latches: 24 / 35.0
well taps: 77 / 5.60
repair buffers: 27 / 15.4
==> layer usage <==
metal / vias to the layer above / track usage [%] / routed length [µm]
met5: - / 0 / 0
li1: 485 / - / -
met4: 0 / 0.643 / 11
met1: 467 / 7.18 / 1270
met2: 14 / 8.50 / 1240
met3: 2 / 1.66 / 159
==> cells by family (layout without fill, tap and decap cells) <==
| logic type | Yosys count | in the layout |
|---|---|---|
| XOR/XNOR | 3 | 3 |
| adder cells (fa/ha/maj) | 12 | 12 |
| AND-OR/OR-AND | 9 | 9 |
| buffers and inverters | 10 | 38 |
| multiplexers | 11 | 11 |
| flip-flops | 24 | 24 |
| AND/OR/NAND/NOR | 56 | 56 |
==> Yosys cell counts, drive strengths merged <==
cell and count:
mux2 8, nor3b 2, clkbuf 3, mux2i 2, xor2 2, mux4 1, nand4 1, or3 1
and4b 1, nand3b 3, or4b 1, nand2 16, inv 7, xnor2 1, a41oi 1, dfrtp 23
nor3 4, ha 12, and3 1, o21a 1, o2111ai 1, nor2 10, dfstp 1, nand4bb 3
nor2b 1, a21oi 6, nand2b 4, nand3 8
==> power by group through the flow <==
stage	clock, mW	sequential (mW)	combinational (mW)
6_report	0.229	0.715	0.937
4_1_cts	0.244	0.717	0.920
5_1_grt	0.259	0.745	1.08
==> critical path, delay by kind of cell (launching register included) <==
kind                       cells  cell delay [ps]
and+or+nand+nor                4              900
adders and majority gates      2              460
DFF                            1              440
muxes                          1              310
buffers and inverters          1               60
==> flip-flops by register name, indices dropped and copies added (netlist names), 2 cells and up <==
name,cells
bit_cnt_rec,4
bit_cnt_send,4
cnt,2
data_rec,8
==> layout by cell type (no fill, tap or decap) <==
cell type,count
clkdlybuf4s50_1,25
dfrtp_1,23
nand2_1,16
ha_1,12
nor2_1,10
nand3_1,7
inv_1,7
a21oi_1,6
mux2_2,5
nand2b_1,4
nand4bb_1,3
mux2_1,3
nand3b_1,3
clkbuf_8,3
nor3_1,2
nor3_2,2
xor2_1,2
mux2i_1,2
buf_4,2
nand3_2,1
and4b_1,1
nor2b_1,1
a41oi_1,1
xnor2_1,1
or4b_4,1
and3_1,1
nor3b_2,1
o21a_1,1
mux4_2,1
nor3b_1,1
o2111ai_1,1
nand4_1,1
or3_1,1
clkbuf_1,1
dfstp_2,1
Power and IR drop assume default switching activity.
