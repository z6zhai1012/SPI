[/design/flow/config.mk]
export PLATFORM = sky130hd
export DESIGN_NAME = SPI_Master
export DESIGN_NICKNAME = SPI_Master
export VERILOG_FILES = /design/flow/design.v
export SDC_FILE = /design/flow/constraint.sdc
export NUM_CORES = 4
export LEC_CHECK = 1
export CORE_UTILIZATION = 30
[/design/flow/constraint.sdc]
current_design SPI_Master

set clk_period 2.4
set clk_io_pct 0.2

create_clock -name clk0 -period $clk_period [get_ports {sys_clk}]

set non_clock_inputs [all_inputs -no_clocks]
set_input_delay [expr $clk_period * $clk_io_pct] -clock clk0 $non_clock_inputs
set_output_delay [expr $clk_period * $clk_io_pct] -clock clk0 [all_outputs]
[/design/flow/design.v]
module SPI_Master
#(
    parameter CPOL = 0,
    parameter CPHA = 0
)
(
    input                   sys_clk,
    input                   sys_reset_n,
    input                   spi_start,
    input       [7:0]       data_send,
    output  reg [7:0]       data_receive,
    output  reg             send_done,
    output  reg             rec_done,
    input                   spi_miso,
    output  reg             spi_sclk,
    output  reg             spi_cs_n,
    output  reg             spi_mosi
);
    reg     [1:0]           clk_counter;         
    reg     [3:0]           bits_counter;        
    reg     [7:0]           data_reg;            
    always @ (posedge sys_clk or negedge sys_reset_n) begin
        if (!sys_reset_n)
            clk_counter     <=  2'b00;
        else if (!spi_cs_n) begin
            if (clk_counter == 2'b11)
                clk_counter     <=  2'b00;
            else
                clk_counter     <=  clk_counter + 1'b1;
        end
        else
            clk_counter     <=  2'b00;
    end
    always @ (posedge sys_clk or negedge sys_reset_n) begin
        if (!sys_reset_n)
            data_reg    <=  0;
        else begin
            if (spi_start)
                data_reg    <=  data_send;
            else if ((clk_counter == 2'b10) && !spi_cs_n)begin
                data_reg[bits_counter]  <=  spi_miso;
            end
            else
                data_reg    <=  data_reg;
        end
    end
    always @ (posedge sys_clk or negedge sys_reset_n) begin
        if (!sys_reset_n)
            bits_counter    <=  4'b000;
        else if ((clk_counter == 2'b10) && !spi_cs_n)
            bits_counter    <=  bits_counter + 4'b001;
        else
            bits_counter    <=  bits_counter;
    end
    always @ (posedge sys_clk or negedge sys_reset_n) begin
        if (!sys_reset_n)
            spi_sclk    <=  CPOL;
        else if (!spi_cs_n) begin
            if (clk_counter == 2'b00)
                spi_sclk    <=  CPOL;
            else if (clk_counter == 2'b10)
                spi_sclk    <=  ~spi_sclk;
            else
                spi_sclk    <=  spi_sclk;
        end
        else
            spi_sclk <= CPOL;
    end
    always @ (posedge sys_clk or negedge sys_reset_n) begin
        if (!sys_reset_n)
            spi_cs_n    <=  1'b1;
        else if (spi_start)
            spi_cs_n    <=  1'b0;
        else if (bits_counter == 4'b1000)
            spi_cs_n    <=  1'b1;
    end
    always @ (posedge sys_clk or negedge sys_reset_n) begin
        if (!sys_reset_n)
            spi_mosi    <=  1'b0;
        else if ((clk_counter == 2'b00) && !spi_cs_n) begin
            spi_mosi    <=  data_reg[bits_counter];
        end
    end
    always @ (posedge sys_clk or negedge sys_reset_n) begin
        if (!sys_reset_n) begin
            data_receive    <=  8'b0;
            send_done       <=  1'b0;
            rec_done        <=  1'b0;
        end
        else if ((bits_counter == 4'b1000)&&(clk_counter == 2'b11)) begin
            data_receive    <=  data_reg;
            send_done       <=  1'b1;
            rec_done        <=  1'b1;
        end
        else begin
            send_done       <=  1'b0;
            rec_done        <=  1'b0;
        end
    end
endmodule
[/design/flow/run.sh]
#!/bin/bash
# OpenROAD 26Q1-2900-gdf79404cd8, Yosys 0.63+post, stock flow scripts
make -C /OpenROAD-flow-scripts/flow DESIGN_CONFIG=/design/flow/config.mk WORK_HOME=/design/flow/orfs finish
==> results.yml <==
# generated from flow reports
power:
  power_uw: 1890
  p_leak_uw: 0.000754
  ir_drop_v: 0.000485
  p_per_area_mw_per_mm2: 1090
clocking:
  ctsLongestPathBuffers: 2
  clk_latency_ps: 270
  numCtsBuffers: 3
  post-cts-setup-buffers: 0
  ctsHoldBuffers: 0
  cts_num_sinks: 26
  cts.htree.levels: 1
  cts.clk_slew.worst_paths_ps: 90
  cts_resized: 0
  cts_root_buf: "clkbuf_8"
  cts_tree: "done"
logic_synthesis:
  ys_area_mm2: 0.00138
  synth_flops: 26
  ys.warnings.count: 1
  synthDistinctLibCells: 32
  edf_count: 0
  syn_area_mm2: 0.00138
  top_area_cell: "dfrtp_1"
  flop_cell: "dfrtp_1"
  synth_cells: 128
  area_leaders: "dfrtp_1, ha_1, nand2_1, mux2_2, mux4_1"
  ys_cells: 128
  ys_seq_share: 0.471
  top_area_frac: 0.452
  avgSynthCellArea_um2: 10.8
  async_flop_share: 1.00
drt:
  first_iter_violations: 47
  dr.pass1.iters: 4
  num_vias: 1052
  wl_um: 2860
  routedWlPerCell_um: 13.8
  diodes: 0
  ant_nets: 0
  drc: 0
  via_per_inst: 5.08
setup_path:
  crit_arrival_ps: 2260
  crit-reg2reg-launch: "bits_counter[0]"
  r2r_slack_ps: 330
  end_kind: "register"
  cp.required_ps: 2590
  cp_max_fo: 7
  crit_start: "bits_counter[0]"
  cp-start-kind: "register"
  critPathKind: "reg2reg"
  r2r_cells: 5
timing:
  tightest_slew_ps: 598
  fin_skew_ps: 4.66
  finalSetupViolations: 0
  finalCritPeriodShare: 0.864
  layout_min_cycle_time_ps: 2070
  maxSlewViolCount: 0
  fin_tns_setup_ps: 0
  layout_setup_ws_ps: 327
  relSlewSlack: 0.600
  fmax_mhz: 482
  finalHoldViolations: 0
  rsz0062_at_grt: "no"
die:
  ios: 25
  row_count: 24
  dieHeight_um: 69.9
  fp.dieW_um: 69.9
  dieArea_mm2: 0.00489
  coreArea_mm2: 0.00438
  fp_util: 0.316
placed_design:
  port_buffers: 24
  gp_congestion: 0.980
  place_ws_ps: 365
  place_hpwl_um: 2090
job:
  drv_cap: 0
  warnings: 31
layout:
  layout-drive-gt1-share: 0.129
  syn2layout_area_growth_pct: 25.5
hold_path:
  min_from: "clk_counter[0]"
  holdPathStages: 1
  hold_path_class: "reg2reg"
global_routing:
  grt_pass1_wl_um: 4860
  track_usage: 0.127
  antenna_found_initial: 0
  grt_max_degree: 27
  grt_pass1_vias: 997
  grt_overflow: 0
outcome:
  status: "finished clean"
==> critical path, stage by stage, from the launching register on <==
cell	delay [ps]
dfrtp_1	360
inv_1	60
ha_1	380
or4b_4	570
or4_1	470
a31oi_1	170
==> cell families after synthesis <==
group	count (synthesis)	share of synthesized area
AND/OR/NAND/NOR	44	0.170
flip-flops	26	0.471
AND-OR/OR-AND	21	0.106
buffers and inverters	16	0.0624
multiplexers	9	0.0931
adder cells (fa/ha/maj)	8	0.0723
XOR/XNOR	4	0.0253
==> worst paths after layout <==
path	endpoint
setup / recovery	data_reg[4]
hold / removal	clk_counter[0]
setup reg to reg	data_reg[4]
hold reg to reg	clk_counter[0]
max in group asynchronous	spi_cs_n
min in group asynchronous	bits_counter[1]
==> where the power goes <==
group,total [µW],internal (µW),switching [µW]
Clock,277,147,130
Combinational,901,479,422
Sequential,716,594,122
Total,1890,1220,674
==> layer usage <==
| metal | global-route usage | vias up | routed length, µm |
|---|---|---|---|
| met1 | 0.214 | 500 | 1390 |
| met4 | 0.0200 | 0 | 14 |
| met5 | 0 | - | 0 |
| met2 | 0.176 | 40 | 1270 |
| met3 | 0.0292 | 2 | 186 |
| li1 | - | 510 | - |
==> stage by stage <==
stage | cell area [µm²] | std cells | hold WS [ps] | util
floorplan | 1380 | 128 | 184 | -
global placement | 1680 | 203 | 453 | 0.384
detailed placement | 1680 | 203 | 465 | 0.384
CTS | 1740 | 207 | 477 | 0.396
global route | 1740 | 207 | 501 | 0.396
finish | 1740 | 207 | 473 | 0.396
==> placed cells by master (no fill, tap or decap), drive strengths merged, types with 4 or more instances in the layout <==
cell,n
buf,6
clkbuf,4
clkdlybuf4s50,24
dfrtp,25
ha,8
inv,9
mux2,5
nand2,18
nand3,4
nor2,5
o21ai,7
xnor2,4
==> synth_stat cells (all sizes together) (3+ instances only) <==
cell and n:
inv 9, nand4 3, nor2b 3, buf 4
dfrtp 25, nand2 18, a311o 3, o211ai 3
ha 8, nor2 5, o21ai 7, o311ai 3
nand3 4, clkbuf 3, mux2 5, xnor2 4
==> cell type report <==
type | count | area [µm²]
Timing Repair Buffer | 30 | 285
Sequential cell | 26 | 652
Multi-Input combinational cell | 86 | 646
Inverter | 9 | 33.8
Fill cell | 414 | 2650
Tap cell | 52 | 65.1
Clock buffer | 4 | 55.1
Power figures rest on the tool's default switching activity, not on a simulated workload.
